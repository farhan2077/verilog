==> /design/flow/design.v <==
module ALU (S, A, B, F);
input wire [2:0] S;
input wire [3:0] A, B;
output reg [3:0] F;
always@(S or A or B)
  begin
    case (S)
      0: F = 4'b0000;
      1: F = B - A;
      2: F = A - B;
      3: F = A + B;
      4: F = A ^ B;
      5: F = A | B;
      6: F = A & B;
      7: F = 4'b1111;
    endcase
  end
endmodule
==> /design/flow/run.sh <==
#!/bin/bash
# OpenROAD 26Q1-2900-gdf79404cd8, Yosys 0.63+post, stock flow scripts
make -C /OpenROAD-flow-scripts/flow DESIGN_CONFIG=/design/flow/config.mk WORK_HOME=/design/flow/orfs finish
==> /design/flow/config.mk <==
export PLATFORM = sky130hd
export DESIGN_NAME = ALU
export DESIGN_NICKNAME = ALU
export VERILOG_FILES = /design/flow/design.v
export SDC_FILE = /design/flow/constraint.sdc
export NUM_CORES = 4
export LEC_CHECK = 1
export CORE_AREA = 10 10 70 70
export DIE_AREA = 0 0 80 80
==> /design/flow/constraint.sdc <==
current_design ALU

set clk_period 4.4
set clk_io_pct 0.2

create_clock -name clk0 -period $clk_period

set non_clock_inputs [all_inputs -no_clocks]
set_input_delay [expr $clk_period * $clk_io_pct] -clock clk0 $non_clock_inputs
set_output_delay [expr $clk_period * $clk_io_pct] -clock clk0 [all_outputs]
==> reports/qor.csv <==
metric,value,unit
status,"finished, final reports clean",
sequential cell count,0,
Placement Rows,21,
CP most frequent cell,clkdlybuf4s50_1,
tool warning count,39,
total iterations of the first detailed-routing run,2,
ys cells,75,
Startpoint Class,primary input,
TNS Setup,0,ns
Post-synth area hogs,"ha_1, inv_1, fa_1",
core utilization of the finished layout,24.9,%
DP HPWL,1270,um
post-route ant nets,0,
total power draw,0.0899,mW
largest net degree at the start of global routing,13,
Slew headroom,78.7,%
Area leader share,30.6,%
"Arr. time, crit path",3.37,ns
layout cell share with drive strength beyond 1,16.7,%
drt drc,0,
Pwr Density,106,nW/um2
n_diodes,0,
PnR worst setup slack,0.147,ns
CORE AREA,3420,um2
initial antenna violation count,0,
Synth Cell Area,572,um2
commonest cells in the netlist,"ha_1, inv_1, a21oi_1, o21ai_1",
mean post-synth cell area,7.62,um2
unrepaired setup endpoints after global routing,no,
endpoint class of the critical path,primary output,
Syn Inst Count,75,
YS chip area,572,um2
"area leader, netlist",ha_1,
Place WS,-0.0195,ns
Synth cell types,31,
Hold Crit Depth,6,
I/O pin cnt,15,
worst-path cell chain,clkdlybuf4s50_1 > nor2b_2 > nand2_1 > mux2i_2 > inv_1 > ha_1 > a21o_1 > a21oi_2 > xnor3_1 > a211o_1 > clkdlybuf4s50_1,
Iteration-0 DRC Markers,16,
Hold EP,F[0],
top-count cell post-synth,ha_1,
storage element area,0,um2
CP max FO,2,
Final Hold Viols,0,
global-route usage over all layers,4.70,%
Post-synth seq share,0,%
I/O Buffers,15,
Peak supply drop,0.0000227,V
yosys warns,1,
FMAX,235,MHz
vias in the first global route,580,
Hold Buf Count CTS,0,
Max-Cap Viols,0,
hold path startpoint,B[0],
crit share post-route,96.7,%
via count,550,
vias per cell,3.87,
slowest cell on the critical path,clkdlybuf4s50_1,
Pleak,0.410,nW
Period minus WS final,4.25,ns
CP peak stage delay,0.48,ns
Clock buffer cells,0,
gpl congestion,0.833,
crit path kind,in2out,
Die Size,6400,um2
HP Class,in2out,
WL final,1500,um
GR Overflow Total,0,
"Slew Viols, Final",0,
first-pass GRT wire length,2570,um
initial cell density of the core,16.7,%
Die Height,80,um
Area Overhead vs Synth,49.0,%
routed length per instance,10.6,um
Slew @ Worst Pin,0.316,ns
Final setup viols,0,
Crit path required time,3.52,ns
die outline width,80,um
worst max-delay path: cells and delay by family:
family / cells / cell delay (ns)
AND-OR/OR-AND: 3 / 0.61
XOR/XNOR: 1 / 0.21
adder cells (fa/ha/maj): 1 / 0.27
buffers and inverters: 3 / 0.95
multiplexers: 1 / 0.19
AND/OR/NAND/NOR: 2 / 0.26
worst max-delay path by stage:
stage / start / to / slack, ns / cells after the start
CTS: B[0] / F[3] / 0.006 / 11
global route: S[1] / F[3] / 0.002 / 11
finish: S[1] / F[3] / 0.15 / 11
logic make-up (layout without fill, tap and decap cells):
logic type	after synthesis	after routing	share of synthesized area (%)
compound gates	22	22	24.5
fa+ha+maj	16	16	37.6
buf+inv	16	37	10.5
simple gates	14	14	13.6
xor+xnor	5	5	10.1
mux	2	2	3.72
layout by cell type (no fill, tap or decap), drive strengths merged, types with 2 or more instances in the layout:
master,count
a21oi,6
dlymetal6s2s,2
o21a,2
xnor2,3
inv,12
nor2,3
fa,2
o21ai,6
nand2,3
ha,14
buf,9
clkdlybuf4s50,13
nor2b,3
timing repair:
item                       in CTS  in global routing
setup endpoints to repair       1                  1
resized                         2                  5
setup buffers                   0                  1
power breakdown:
group          total, mW  leakage (nW)  internal (mW)  switching [mW]
clock                  0             0              0               0
sequential             0             0              0               0
combinational     0.0899         0.410         0.0529          0.0370
total             0.0899         0.410         0.0529          0.0370
cell type report:
| cell class | instances | area [um2] |
|---|---|---|
| Tap cell | 46 | 57.6 |
| Timing Repair Buffer | 24 | 223 |
| Multi-Input combinational cell | 59 | 522 |
| Fill cell | 381 | 2560 |
| Inverter | 13 | 50.0 |
per-stage QoR:
stage,std cells,hold WS [ns],area [um2]
6_report,142,2.75,852
5_1_grt,142,2.83,852
4_1_cts,141,2.94,833
3_5_place_dp,141,2.92,828
3_3_place_gp,141,2.92,828
2_1_floorplan,75,1.97,572
layer usage:
metal | vias up | GRT usage (%) | routed length [um]
met5 | - | 0 | 0
met4 | 0 | 0.176 | 0
met3 | 0 | 1.25 | 105
met2 | 10 | 7.95 | 677
met1 | 238 | 6.13 | 721
li1 | 302 | - | -
Power is estimated from default activity; no workload was simulated.
