$ cat ./config.mk
export PLATFORM = sky130hd
export DESIGN_NAME = RAM_4x8
export DESIGN_NICKNAME = RAM_4x8
export VERILOG_FILES = /design/flow/design.v
export SDC_FILE = /design/flow/constraint.sdc
export NUM_CORES = 4
export LEC_CHECK = 1
export CORE_UTILIZATION = 30
$ cat ./constraint.sdc
current_design RAM_4x8

set clk_period 2.4
set clk_io_pct 0.2

create_clock -name clk0 -period $clk_period [get_ports {clk}]

set non_clock_inputs [all_inputs -no_clocks]
set_input_delay [expr $clk_period * $clk_io_pct] -clock clk0 $non_clock_inputs
set_output_delay [expr $clk_period * $clk_io_pct] -clock clk0 [all_outputs]
$ cat ./design.v
module RAM_4x8 (
clk     ,  
rw      ,  
addr    ,  
data_in ,  
data_out,  
);
input            clk     ;
input            rw      ;  
input      [2:0] addr    ;  
input      [3:0] data_in ;  
output reg [3:0] data_out;  
reg [3:0] ram [7:0];  
always @ (posedge clk) begin
   if ( !rw ) begin
       ram[addr] <= data_in;  
   end else begin
       data_out <= ram[addr];  
   end
end
endmodule
$ cat ./run.sh
#!/bin/bash
# OpenROAD 26Q1-2900-gdf79404cd8, Yosys 0.63+post, stock flow scripts
make -C /OpenROAD-flow-scripts/flow DESIGN_CONFIG=/design/flow/config.mk WORK_HOME=/design/flow/orfs finish
==> results.tsv <==
metric	value	unit
outcome	completed	
swShare	19.3	%
overflow	0	
ys_seq_share	75.3	%
grt_max_degree	13	
timing.reg2reg.setup_slack	990	ps
crit_type	primary input to register	
post_cts_resized	0	
slew-limit-headroom	66.6	%
synth.distinct_cells	21	
worst_pin_slew	500	ps
post_cts_buffers	0	
warnings	25	
p_int	970	uW
post-route-min-period	1960	ps
path_max_fanout	5	
grt_pass1_wl	3.78	mm
die_y	71.2	um
place_inst	150	
hold-path-cell-count	2	
synth-seq-cells	36	
layout-drive-gt1-share	20.8	%
io_pins	13	
fin_worst_skew	5.32	ps
rsz0062_at_grt	no	
worstReg2RegStart	ram[1][2]	
cts_hold_buf	0	
die_w	71.2	um
whs_endpoint	data_out[3]	
ys_warn_count	1	
drv_slew	0	
drc_errors	0	
cts.sink_count	36	
drt_iter0_markers	117	
yosysChipArea	1440	um^2
ctsLongestPathBuffers	2	
clock.latency.late_pin	280	ps
arrival	2000	ps
maxCapViolCount	0	
finalCritPeriodShare	81.8	%
fp.coreArea	4470	um^2
wl_per_cell	15.0	um
dr.pass1.iters	25	
yosys-stat-cells	79	
antenna_left	0	
hold_start	ram[5][3]	
layoutNonFillerInstCount	158	
dp_hpwl	1.68	mm
p_seq_share	60.2	%
cts_made_buffers	5	
fp_util	32.1	%
required	2440	ps
clkPwrFrac	32.1	%
root_buffer	clkbuf_8	
chipArea	5070	um^2
viasPerCell	4.96	
crit_path_start_kind	primary input	
hold_class	register to register	
cts_tree	yes	
area_delta_synth_final	22.9	%
antenna_found_initial	0	
htree_levels	2	
crit-reg2reg-capture	data_out[2]	
hold_viol_final	0	
rr_worst_depth	2	
grt_pass1_vias	831	
tns	0	ps
setup_viol	0	
hold_ws	632	ps
vias	784	
power_density	681	nW/um^2
p_sw	232	uW
grt_use_total	10.5	%
leakage	0.000608	uW
avgSynthCellArea	18.2	um^2
portBuffers	12	
fmax	509	MHz
rows	24	
num-fill-cells	391	
clk_pin_slew	60	ps
crit_path_end_kind	register	
place_congestion	0.818	
synth_area	1440	um^2
finish.utilization	39.5	%
combPwrFrac	7.8	%
syn_inst	79	
routed_wirelength	2.37	mm
diodes	0	
irDropWorstVdd	0.208	mV
==> critical path: stages <==
cell             delay, ps
clkdlybuf4s50_1        640
mux4_1                 610
mux2_2                 270
==> power by group through the flow <==
| stage | clock network [uW] | logic [uW] | registers [uW] |
|---|---|---|---|
| finish | 385 | 93.3 | 723 |
| CTS | 401 | 93.6 | 724 |
| global route | 421 | 102 | 725 |
==> final cells by class <==
type / instances / area [um^2] / area share [%]
multi-input cells: 36 / 318 / 18.0
clock buffers: 7 / 76.3 / 4.32
inverters: 1 / 3.75 / 0.213
well taps: 52 / 65.1 / 3.69
repair buffers: 25 / 218 / 12.3
clock inverters: 1 / 3.75 / 0.213
flip-flops and latches: 36 / 1080 / 61.2
==> per-layer routing <==
metal	vias up	routed length (um)	track usage, %
met2	45	1030	14.2
met1	369	1070	14.9
met4	0	19	2.22
met3	2	253	6.79
met5	-	0	2.02
li1	368	-	-
==> metrics by stage <==
step                      instance area (um^2)  power, uW  setup slack, ps
after global placement                    1690        828              154
final                                     1770       1200              437
after global routing                      1770       1250              338
after CTS                                 1770       1220              440
after detailed placement                  1690        830              152
after floorplan                           1440        780              673
==> synthesized netlist by cell type, drive strengths merged <==
| cell | count | area share, % |
|---|---|---|
| o211ai | 1 | 0.52 |
| nand2b | 2 | 0.87 |
| inv | 1 | 0.26 |
| a21oi | 2 | 0.70 |
| nor3 | 4 | 1.4 |
| edfxtp | 36 | 75 |
| a211oi | 1 | 0.52 |
| nor4 | 1 | 0.44 |
| buf | 5 | 2.1 |
| a211o | 1 | 0.61 |
| o21ai | 1 | 0.35 |
| mux2i | 4 | 2.8 |
| mux4 | 4 | 7.3 |
| nor2 | 5 | 1.3 |
| mux2 | 4 | 3.1 |
| nand2 | 2 | 0.52 |
| clkbuf | 1 | 0.26 |
| a31oi | 3 | 1.3 |
| nand3 | 1 | 0.35 |
==> cells by family (layout without fill, tap and decap cells) <==
kind of cell,after synthesis,count (layout),share of synthesized area (%)
DFF,36,36,75.3
and+or+nand+nor,15,15,4.88
muxes,12,12,13.2
AOI/OAI and AO/OA,9,9,4.01
buffers and inverters,7,34,2.61
==> worst max-delay path by stage <==
stage / cells after the start / start / endpoint / slack (ps)
4_1_cts: 4 / addr[2] / ram[0][2] / 440
5_1_grt: 4 / addr[2] / ram[0][1] / 340
6_report: 3 / addr[0] / data_out[2] / 440
==> layout by cell type, fill, tap and decap left out, drive strengths merged <==
cell | netlist | layout
nor3 | 4 | 4
nor2 | 5 | 5
clkinv | 0 | 1
o211ai | 1 | 1
mux2 | 4 | 4
clkbuf | 1 | 7
a21oi | 2 | 2
a211oi | 1 | 1
inv | 1 | 1
nor4 | 1 | 1
mux2i | 4 | 4
mux4 | 4 | 4
nand2 | 2 | 2
edfxtp | 36 | 36
clkdlybuf4s50 | 0 | 12
a211o | 1 | 1
o21ai | 1 | 1
nand3 | 1 | 1
buf | 5 | 13
nand2b | 2 | 2
a31oi | 3 | 3
==> flip-flops by register name, indices dropped and copies added, names as in the netlist <==
register,count
ram,32
data_out,4
Power figures rest on the tool's default switching activity, not on a simulated workload.
