`config.mk`:
```
export PLATFORM = sky130hd
export DESIGN_NAME = FA4
export DESIGN_NICKNAME = FA4
export VERILOG_FILES = /design/flow/design.v
export SDC_FILE = /design/flow/constraint.sdc
export NUM_CORES = 4
export LEC_CHECK = 1
export CORE_AREA = 10 10 70 70
export DIE_AREA = 0 0 80 80
```
`constraint.sdc`:
```
current_design FA4

set clk_period 3.0
set clk_io_pct 0.2

create_clock -name clk0 -period $clk_period

set non_clock_inputs [all_inputs -no_clocks]
set_input_delay [expr $clk_period * $clk_io_pct] -clock clk0 $non_clock_inputs
set_output_delay [expr $clk_period * $clk_io_pct] -clock clk0 [all_outputs]
```
`design.v`:
```
module FA1 (cin, ain, bin, sout, cout);
input wire cin, ain, bin;
output wire sout, cout;
assign sout = ain ^ bin ^ cin;
assign cout = (ain & bin) | ((ain ^ bin) & cin);
endmodule
module FA4 (cin, a, b, s, co);
input wire cin;
input wire [3:0] a, b;
output wire [3:0]s;
output wire co;
wire [3:1]c;
FA1 FA_0 (cin, a[0], b[0], s[0], c[1]);
FA1 FA_1 (c[1], a[1], b[1], s[1], c[2]);
FA1 FA_2 (c[2], a[2], b[2], s[2], c[3]);
FA1 FA_3 (c[3], a[3], b[3], s[3], co);
endmodule
```
`run.sh`:
```
#!/bin/bash
# OpenROAD 26Q1-2900-gdf79404cd8, Yosys 0.63+post, stock flow scripts
make -C /OpenROAD-flow-scripts/flow DESIGN_CONFIG=/design/flow/config.mk WORK_HOME=/design/flow/orfs finish
```
==> flow.log <==
[report] extracting results
[metrics] DIE WIDTH: 80 um
[metrics] share of synthesized area occupied by flip-flops and latches: 0
[metrics] pre-CTS worst setup slack: -0.7105 ns
[metrics] area growth from synthesis to final layout: 104.2%
[metrics] Worst Path Arrival: 2.28 ns
[metrics] vias in the first global route: 164
[metrics] wire length of the first global-routing pass: 696 um
[metrics] Leak Pwr: between 0.1 and 0.15 nW
[metrics] Logic pwr share: 1.000
[metrics] chip area: around 0.0064 sq mm
[metrics] fraction of layout instances using a drive strength above 1: 0.4286
[metrics] CP startpoint kind: input pin
[metrics] routed wire length: approximately 460 um
[metrics] Power Density: 139.1 mW/mm^2
[metrics] count of cell types in the netlist: 3
[metrics] slew of the pin with the lowest slew margin: 0.1055 ns
[metrics] status: complete, no violations
[metrics] most used routing layer: met1
[metrics] RSZ-0062 raised after global routing: false
[metrics] via count: 132
[metrics] number of diodes: 0
[metrics] class of the worst hold path: input pin to primary output
[metrics] Flop Count: 0
[metrics] Residual DRC: 0
[metrics] launch point of the critical path: a[0]
[metrics] net switching share of the total power: 0.3453
[metrics] antenna violations before repair: 0
[metrics] syn avg cell area: 8.202 sq um
[metrics] GR Layer Usage met1: 0.01937
[metrics] half-perimeter wire length after placement: 449.3 um
[metrics] Layout Utilization: 0.08828
[metrics] met3 usage in global routing: 0.009091
[metrics] YS chip area: 147.6 sq um
[metrics] most frequent logic cells in the routed design: clkdlybuf4s50_1 (6), inv_2 (5), inv_1 (5), buf_2 (4)
[metrics] worst slack on hold paths: around 1.9 ns
[metrics] placer congestion estimate: 0.7912
[metrics] Clock power frac: 0
[metrics] Largest stage delay, worst path: 0.40 ns
[metrics] via count normalized by instance count: 1.784
[metrics] residual antenna-violating net count after detailed routing: 0
[metrics] setup fix buffers added after clock tree synthesis: 0
[metrics] number of clock buffers in the layout: 0
[metrics] final design area excluding fillers: 301.5 sq um
[metrics] number of buffer cells added on primary ports: 14
[metrics] worst-path fanout max: 1
[metrics] total power draw: 0.04194 mW
[metrics] max-slew violation count: 0
[metrics] setup violation total in the final timing report: 0
[metrics] number of failing hold endpoints at the final stage: 0
[metrics] ratio of final minimum period to clock period: 0.9609
[metrics] PnR worst setup slack: about 0.12 ns
[metrics] Reg power frac: 0
[metrics] overall die height: 80 um
[metrics] DR pass1 iterations: 1
[metrics] # rows: 21
[metrics] Hold Crit Depth: 5
[metrics] max cap viols: 0
[metrics] core box area: approximately 0.0034 sq mm
[metrics] number of cells in the yosys synthesis report: 18
[metrics] worst rel slew slack: 0.9296
[metrics] area taken by flip-flops and latches: 0 sq um
[metrics] f_max: 346.9 MHz
[metrics] worst hold path startpoint: b[3]
[metrics] shortest clock period the worst path allows after layout: 2.883 ns
[metrics] CP Capture Type: primary output
[metrics] area of placed instances: around 320 sq um
[metrics] GR Layer Usage met2: 0.01846
[metrics] Cell Area, Synth: 147.6 sq um
[metrics] total congestion overflow after global routing: 0
[metrics] CTS Hold Bufs: 0
[metrics] warning total across the stage logs: 32
[metrics] maximum vdd ir drop: 37.33 uV
[metrics] power spent charging and discharging nets: between 0.01 and 0.015 mW
[metrics] WL per Instance: 6.149 um
[metrics] slowest library cell on the worst path: fa_1
[metrics] FP Core Util: 0.04322
[metrics] Worst Path Required: 2.40 ns
[metrics] top-level port count: 14
[metrics] yosys synthesis warning count: 0
[metrics] most common logic cell in the routed design: clkdlybuf4s50_1
[metrics] Post-Syn Instances: 18
[metrics] CP cell instances: buf_2 > inv_2 > fa_2 > inv_2 > fa_2 > fa_2 > inv_2 > fa_1 > inv_1 > buf_2
[metrics] Int Pwr: 0.02746 mW
[metrics] detailed router's first-iteration violation count: 0
[metrics] critical setup path kind: input pin to primary output
[metrics] Total Routing Usage GR: 0.01392
[metrics] largest net degree at the start of global routing: 2
[layout make-up]
type                       instances  area, sq um
inverter                          10        37.54
fill                             409         3114
multi-input combinational          4        87.58
tap                               46        57.56
timing repair buffer              14        118.9
[stage by stage]
stage               std cells  setup TNS (ns)
global route               74               0
floorplan                  18               0
detailed placement         74          -1.638
global placement           74          -1.436
finish                     74               0
CTS                        74               0
[cell usage after synthesis (all sizes together)]
| master | instances | area (sq um) |
|---|---|---|
| inv | 10 | 37.54 |
| fa | 4 | 80.08 |
| buf | 4 | 30.03 |
[timing repair]
| item | CTS | global route |
|---|---|---|
| pin swaps | 4 | 2 |
| endpoints found under the setup margin | 4 | 1 |
| resized | 26 | 1 |
[final timing paths]
kind / slack [ns] / endpoint
worst max-delay path: 0.12 / s[3]
worst min-delay path: 1.94 / s[3]
[critical path: cells and delay by family]
kind / cells / cell delay [ns]
buffers and inverters: 6 / 0.40
adder cells (fa/ha/maj): 4 / 1.28
[power by group through the flow]
stage / Clock, mW / Sequential, mW / Combinational [mW]
after CTS: 0 / 0 / 0.0444
after global routing: 0 / 0 / 0.0491
final: 0 / 0 / 0.0419
[metal layers]
metal,up-vias,share of wire
li1,60,-
met1,58,0.49
met2,14,0.29
met3,0,0.22
met4,0,0
met5,-,0
[logic make-up after synthesis]
family / after synthesis / synth area share
adder cells (fa/ha/maj): 4 / 0.5424
buffers and inverters: 14 / 0.4577
No activity file was given, so power comes from the tool's default toggle rates.
